==> flow/design.v <==
module Ramen(
    input clk, 
    input rst_n, 
    input in_valid,
    input selling,
    input portion, 
    input [1:0] ramen_type,
    output reg out_valid_order,
    output reg success,
    output reg out_valid_tot,
    output reg [27:0] sold_num,
    output reg [14:0] total_gain
);
parameter TONKOTSU = 0;
parameter TONKOTSU_SOY = 1;
parameter MISO = 2;
parameter MISO_SOY = 3;
parameter NOODLE_INIT = 12000;
parameter BROTH_INIT = 41000;
parameter TONKOTSU_SOUP_INIT =  9000;
parameter MISO_INIT = 1000;
parameter SOY_SAUSE_INIT = 1500;
parameter idle = 2'd0, sell = 2'd1, finish = 2'd2;
reg [1:0] cs, ns;
reg valid_cnt;
reg [13:0] noodle;
reg [15:0] broth;
reg [13:0] soup;
reg [9:0] miso;
reg [10:0] soy_sause;
reg [1:0] _ramen_type;
reg [13:0] subA0, subout0; 
reg [7:0] subB0;
reg [15:0] subA1, subout1;
reg [9:0] subB1;
reg [13:0] subA2, subout2;
reg [7:0] subB2;
reg [9:0] subA3, subout3;
reg [5:0] subB3;
reg [10:0] subA4, subout4;
reg [5:0] subB4;
always @(posedge clk or negedge rst_n) begin
    if (!rst_n) begin
        cs <= idle;
    end
    else
        cs <= ns;    
end
always @(*) begin
    case (cs)
        idle: ns = (selling)? sell : idle;
        sell: ns = (!selling)? finish : sell;
        finish: ns = idle;
        default: ns = idle;
    endcase
end
always @(*) begin
    subA0 = noodle;
    subB0 = (portion)? 8'd150 : 8'd100;
    subout0 = subA0 - subB0;
end
always @(*) begin
    subA1 = broth;
    case ({_ramen_type, portion})
        3'd0: subB1 = 10'd300;
        3'd1: subB1 = 10'd500;
        3'd2: subB1 = 10'd300;
        3'd3: subB1 = 10'd500;
        3'd4: subB1 = 10'd400;
        3'd5: subB1 = 10'd650;
        3'd6: subB1 = 10'd300;
        3'd7: subB1 = 10'd500;
        default: subB1 = 0;
    endcase
    subout1 = subA1 - subB1;
end
always @(*) begin
    subA2 = soup;
    case ({_ramen_type, portion})
        3'd0: subB2 = 8'd150;
        3'd1: subB2 = 8'd200;
        3'd2: subB2 = 8'd100;
        3'd3: subB2 = 8'd150;
        3'd4: subB2 = 8'd0;
        3'd5: subB2 = 8'd0;
        3'd6: subB2 = 8'd70;
        3'd7: subB2 = 8'd100;
        default: subB2 = 0;
    endcase
    subout2 = subA2 - subB2;
end
always @(*) begin
    subA3 = miso;
    case ({_ramen_type, portion})
        3'd0: subB3 = 6'd0;
        3'd1: subB3 = 6'd0;
        3'd2: subB3 = 6'd0;
        3'd3: subB3 = 6'd0;
        3'd4: subB3 = 6'd30;
        3'd5: subB3 = 6'd50;
        3'd6: subB3 = 6'd15;
        3'd7: subB3 = 6'd25;
        default: subB3 = 0;
    endcase
    subout3 = subA3 - subB3;
end
always @(*) begin
    subA4 = soy_sause;
    case ({_ramen_type, portion})
        3'd0: subB4 = 6'd0;
        3'd1: subB4 = 6'd0;
        3'd2: subB4 = 6'd30;
        3'd3: subB4 = 6'd50;
        3'd4: subB4 = 6'd0;
        3'd5: subB4 = 6'd0;
        3'd6: subB4 = 6'd15;
        3'd7: subB4 = 6'd25;
        default: subB4 = 0;
    endcase
    subout4 = subA4 - subB4;
end
reg finish_flag;
always @(posedge clk or negedge rst_n) begin
    if (!rst_n) begin
        out_valid_order <= 1'd0;
        success <= 1'd0;
        out_valid_tot <= 1'd0;
        sold_num <= 28'd0;
        total_gain <= 15'd0;
        noodle <= 14'd12000;
        broth <= 16'd41000;
        soup <= 14'd9000;
        miso <= 10'd1000;
        soy_sause <= 11'd1500;
        valid_cnt <= 1'd0;
        finish_flag <= 1'd0;
    end
    else begin
        case (cs)
            idle, sell: begin
                if(finish_flag) begin
                    finish_flag <= 1'd0;
                    out_valid_order <= 1'd0;
                    out_valid_tot <= 1'd0;
                    total_gain <= 15'd0;
                    sold_num <= 28'd0;
                end
                if(in_valid) begin
                    valid_cnt <= ~valid_cnt;
                    if (!valid_cnt) begin
                        out_valid_order <= 1'd0;
                        success <= 1'd0;
                        _ramen_type <= ramen_type;
                    end
                    else begin
                        if (noodle < subout0 || broth < subout1 || soup < subout2 || miso < subout3 || soy_sause < subout4) begin
                            out_valid_order <= 1'd1;
                            success <= 1'd0;
                        end
                        else begin
                            out_valid_order <= 1'd1;
                            success <= 1'd1;
                            noodle <= subout0;
                            broth <= subout1;
                            soup <= subout2;
                            miso <= subout3;
                            soy_sause <= subout4;
                            case (_ramen_type)
                                2'd0: sold_num[27:21] <= sold_num[27:21] + 1;
                                2'd1: sold_num[20:14] <= sold_num[20:14] + 1;
                                2'd2: sold_num[13:7] <= sold_num[13:7] + 1;
                                2'd3: sold_num[6:0] <= sold_num[6:0] + 1;
                                default: sold_num <= sold_num;
                            endcase
                        end
                    end
                end
                else begin
                    out_valid_order <= 1'd0;
                    success <= 1'd0;
                end
            end
            finish: begin
                out_valid_tot <= 1'd1;
                total_gain <= sold_num[27:21] * 8'd200 + sold_num[20:14] * 8'd250 + sold_num[13:7] * 8'd200 + sold_num[6:0] * 8'd250;
                noodle <= 14'd12000;
                broth <= 16'd41000;
                soup <= 14'd9000;
                miso <= 10'd1000;
                soy_sause <= 11'd1500;
                valid_cnt <= 1'd0;
                finish_flag <= 1'd1;
            end
            default: out_valid_tot <= 1'd0;
        endcase
    end
end
endmodule
==> flow/run.sh <==
#!/bin/bash
# OpenROAD 26Q1-2900-gdf79404cd8, Yosys 0.63+post, stock flow scripts
make -C /OpenROAD-flow-scripts/flow DESIGN_CONFIG=/design/flow/config.mk WORK_HOME=/design/flow/orfs finish
==> flow/config.mk <==
export PLATFORM = sky130hd
export DESIGN_NAME = Ramen
export DESIGN_NICKNAME = Ramen
export VERILOG_FILES = /design/flow/design.v
export SDC_FILE = /design/flow/constraint.sdc
export NUM_CORES = 4
export LEC_CHECK = 1
export CORE_UTILIZATION = 30
==> flow/constraint.sdc <==
current_design Ramen

set clk_period 11.8
set clk_io_pct 0.2

create_clock -name clk0 -period $clk_period [get_ports {clk}]

set non_clock_inputs [all_inputs -no_clocks]
set_input_delay [expr $clk_period * $clk_io_pct] -clock clk0 $non_clock_inputs
set_output_delay [expr $clk_period * $clk_io_pct] -clock clk0 [all_outputs]
==> flow_summary.rst <==
Physical design figures
=======================

.. list-table::
   :header-rows: 1

   * - Metric
     - Value
   * - Most common logic cells in the final layout
     - 213 x sky130_fd_sc_hd__ha_1, 161 x sky130_fd_sc_hd__inv_1, 82 x sky130_fd_sc_hd__dfrtp_1, 66 x sky130_fd_sc_hd__fa_1
   * - Detailed-route via count
     - 9,273
   * - Final number of max-transition violations
     - 0
   * - Mapped cell area
     - 12,200 µm²
   * - Type of element capturing the critical path
     - flip-flop
   * - Die ar.
     - just over 40,000 µm²
   * - FF+latch area
     - between 2000 and 3000 µm²
   * - Leak
     - a little under 7 nW
   * - Final Core Density
     - 0.348
   * - Critical path, cell by cell
     - clkdlybuf4s50_1, inv_1, ha_1, a21o_1, ha_1, o21ai_0, a21boi_0, o21ai_0, a21oi_1, o21ai_0, a21boi_0, o21a_1, nor2_1, ha_1, xnor2_1, o2111ai_1, a21oi_1, a2111o_1, a221oi_1, o21a_1, or4_1, a21o_1, mux2_2
   * - Warnings, synthesis
     - 1
   * - Clock sink total
     - around 110
   * - Family of cells with the greatest summed delay on the critical path
     - AND-OR/OR-AND gates
   * - Aggregate global routing overflow
     - 0
   * - Final Hold Fails
     - 0
   * - Worst path slowest cell
     - sky130_fd_sc_hd__or4_1
   * - Post-synthesis register bit count
     - about 110
   * - Post-CTS clock slew at the launch and capture registers of the worst setup and hold paths
     - roughly 50 ps
   * - Count of boundary I/O pins
     - 53
   * - Synth Seq Share
     - 0.239
   * - Count of non-filler cells in the finished layout
     - between 1,500 and 2,000
   * - Critical R2R Launch
     - sold_num[14]
   * - Unrepaired setup endpoints after global routing
     - no
   * - Critical path class
     - input pin to flip-flop
   * - Number of inserted filler cells in the final layout
     - 4,003
   * - Commonest Layout Cell
     - sky130_fd_sc_hd__ha_1
   * - H-tree level count
     - 4
   * - Bufs and invs on worst path
     - 2
   * - DRC violation count after routing
     - 0
   * - CTS Root Buffer Type
     - sky130_fd_sc_hd__clkbuf_16
   * - Relative slew slack
     - 0.503
   * - Count of input and output buffers
     - 51
   * - Area growth, synth to finish
     - 13.9%
   * - Data arrival at the endpoint of the critical path
     - approximately 8000 ps
   * - Cts bufs inserted
     - 17
   * - Leading register cell type out of synthesis
     - sky130_fd_sc_hd__dfrtp_1
   * - Setup Buffers After CTS
     - 0
   * - Required time at the endpoint of the critical path
     - 12,110 ps
   * - Pin count of the biggest net entering global routing
     - roughly 44
   * - Skew final
     - approximately 11 ps
   * - Antenna violations before repair
     - 0
   * - Outcome
     - finished, final reports clean
   * - Origin of the worst setup path
     - portion
   * - Average cell area after synthesis
     - about 9.5 µm²
   * - Max-capacitance violation count
     - 0
   * - Diode insertion count for antenna repair
     - 0
   * - Hold Path Class
     - flip-flop to flip-flop
   * - Transition time at the pin with the least slew margin
     - about 740 ps
   * - Core area
     - ~40,000 µm²
   * - Proportion of register bits with asynchronous set or reset after synthesis
     - 0.982
   * - Time the final worst path needs with I/O delays and setup
     - about 7700 ps
   * - Pre-Place Util
     - 0.305
   * - TritonCTS clock tree
     - done
   * - Sum Neg Setup Slack
     - 0 ps
   * - Worst vdd ir
     - a little under 90 µV
   * - Highest clock frequency the design can meet
     - between 100 and 150 MHz
   * - Wire length after detailed routing
     - between 20,000 and 30,000 µm
   * - GRT Total Usage
     - 0.146
   * - Number of synthesized flops with an enable pin
     - 2
   * - Total power divided by cell area
     - between 150 and 200 nW/µm²
   * - Period utilisation layout
     - 0.652
   * - Hold buffer count at CTS
     - 0
   * - Stage delay of the slowest cell on the critical path
     - roughly 760 ps
   * - Type of origin of the critical path
     - input pin
   * - Horizontal die dimension
     - slightly above 200 µm
   * - Hold_sp
     - total_gain[14]
   * - Library cells used by synthesis
     - 71
   * - Number of cells in the yosys synthesis report
     - roughly 1,300
   * - Setup-failing EPs final
     - 0
   * - Clock latency (worst-skew pair)
     - 440 ps
   * - Starting DRT DRC Count
     - 395
   * - Estimated wirelength of the detail-placed design
     - roughly 21,000 µm
   * - Number of placement rows
     - roughly 73
   * - Global-route wire length before repair
     - about 48,000 µm
   * - WL/cell
     - roughly 15 µm
   * - Final RePlAce weighted congestion
     - slightly above 0.9
   * - Max Root-Sink Buffers
     - 2
   * - Warning total across the stage logs
     - 39
   * - Count of placed standard cells including taps
     - roughly 1,800
   * - Highest fanout seen on the critical path
     - 7
   * - Yosys synthesis chip area
     - 12,200 µm²
   * - DIE HEIGHT
     - just over 200 µm
   * - Final worst hold slack
     - ~470 ps
   * - Fraction of final layout cells sized beyond drive strength 1
     - 0.0649
   * - Post-cts sizing count
     - 0
   * - MI comb area
     - between 8000 and 9000 µm²
   * - Count of antenna-violating nets left after detailed routing
     - 0
   * - Vias in the first global route
     - 9,267
   * - Total iterations of the first detailed-routing run
     - 5
   * - Via-per-instance ratio
     - 4.97
   * - Gate count of the mapped netlist
     - around 1,300
[power by group]
group,internal [mW],switching (mW),total [mW]
Sequential,0.504,0.0908,0.595
Combinational,0.480,0.579,1.06
Clock,0.320,0.197,0.517
[tightest hold or removal path, delay by kind of cell (launching register included)]
family	cells	cell delay [ps]
flip-flops	1	340
AND-OR/OR-AND	1	60
AND/OR/NAND/NOR	1	40
[cell families after synthesis]
logic type / Yosys count / synth area share
buffers and inverters: 196 / 0.0618
and+or+nand+nor: 277 / 0.116
DFF: 114 / 0.239
xor gates and xnor gates: 81 / 0.0595
muxes: 11 / 0.00968
AOI/OAI and AO/OA: 323 / 0.186
adders and majority gates: 279 / 0.328
other: 1 / 0.000309
[metrics by stage]
stage                     setup slack (ps)  power, mW  area [µm²]
after floorplan                       5280       1.39       12200
after global placement                3790       1.65       13300
final                                 4100       2.17       13800
after CTS                             4140       2.19       13800
after detailed placement              3740       1.66       13300
after global routing                  3790       2.38       13800
[path summary, 6_finish.rpt]
kind | to | slack, ps | cells after the start
setup reg to reg | total_gain[14] | 4860 | 26
setup / recovery | sold_num[7] | 4100 | 23
hold reg to reg | total_gain[14] | 470 | 2
max in group asynchronous | cs[0] | 8420 | 3
hold / removal | total_gain[14] | 470 | 2
min in group asynchronous | miso[2] | 1890 | 1
[per-layer routing]
metal	wire, µm	share of wire	track usage	vias up
li1	-	-	-	4662
met1	13600	0.48	0.212	4415
met2	12800	0.46	0.236	174
met3	1400	0.049	0.0312	22
met4	347	0.012	0.0161	0
met5	0	0	0	-
[layout make-up]
cell class	instances	area share
Clock buffer	22	0.0335
Tap cell	525	0.0475
Multi-Input combinational cell	972	0.615
Clock inverter	10	0.00795
Sequential cell	114	0.210
Timing Repair Buffer	62	0.0427
Inverter	161	0.0437
[synth_stat cells (4+ instances only)]
cell	number	area, µm²
sky130_fd_sc_hd__a211oi_1	18	135
sky130_fd_sc_hd__a21boi_0	5	37.5
sky130_fd_sc_hd__a21o_1	28	210
sky130_fd_sc_hd__a21oi_1	64	320
sky130_fd_sc_hd__a22o_1	18	158
sky130_fd_sc_hd__a2bb2oi_1	12	105
sky130_fd_sc_hd__a31o_1	5	43.8
sky130_fd_sc_hd__a31oi_1	7	43.8
sky130_fd_sc_hd__a32o_1	5	50.1
sky130_fd_sc_hd__and2_1	8	50.1
sky130_fd_sc_hd__and3_1	4	25.0
sky130_fd_sc_hd__buf_2	9	45.0
sky130_fd_sc_hd__clkbuf_1	25	93.8
sky130_fd_sc_hd__dfrtp_1	82	2050
sky130_fd_sc_hd__dfstp_2	30	788
sky130_fd_sc_hd__fa_1	66	1320
sky130_fd_sc_hd__ha_1	213	2670
sky130_fd_sc_hd__inv_1	161	604
sky130_fd_sc_hd__mux2_2	5	56.3
sky130_fd_sc_hd__mux2i_1	5	50.1
sky130_fd_sc_hd__nand2_1	63	236
sky130_fd_sc_hd__nand2b_1	16	100
sky130_fd_sc_hd__nand3_1	25	125
sky130_fd_sc_hd__nand4_1	4	25.0
sky130_fd_sc_hd__nor2_1	51	191
sky130_fd_sc_hd__nor2b_1	17	106
sky130_fd_sc_hd__nor3_1	42	210
sky130_fd_sc_hd__nor3b_1	11	82.6
sky130_fd_sc_hd__nor4_1	6	37.5
sky130_fd_sc_hd__o211ai_1	4	30.0
sky130_fd_sc_hd__o21a_1	13	97.6
sky130_fd_sc_hd__o21ai_0	54	270
sky130_fd_sc_hd__o21bai_1	13	97.6
sky130_fd_sc_hd__o22a_1	5	43.8
sky130_fd_sc_hd__o22ai_1	7	43.8
sky130_fd_sc_hd__o2bb2ai_1	27	236
sky130_fd_sc_hd__o31a_1	7	61.3
sky130_fd_sc_hd__o31ai_1	5	37.5
sky130_fd_sc_hd__o41ai_1	4	35.0
sky130_fd_sc_hd__or2_2	5	31.3
sky130_fd_sc_hd__or3_1	8	50.1
sky130_fd_sc_hd__or4_1	4	30.0
sky130_fd_sc_hd__xnor2_1	51	447
sky130_fd_sc_hd__xor2_1	29	254
[registers in the layout, indices dropped and copies added (netlist names)]
register	cells
_ramen_type	2
sold_num	28
noodle	13
out_valid_tot	1
finish_flag	1
total_gain	14
out_valid_order	1
miso	10
cs	3
broth	15
soup	13
success	1
soy_sause	11
valid_cnt	1
Power figures rest on the tool's default switching activity, not on a simulated workload.
