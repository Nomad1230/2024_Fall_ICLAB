File: flow/design.v
module split_1_3 (
    l0,
    r0, r1, r2,
    a0, a1, a2, a3
);
    input [7:0] l0;
    input [7:0] r0, r1, r2;
    output reg [7:0] a0, a1, a2, a3;
    always @(*) begin
        if (l0 >= r0) begin
            {a0, a1, a2, a3} = {l0, r0, r1, r2};
        end
        else begin
            a0 = r0;
            if (l0 >= r1)
                {a1, a2, a3} = {l0, r1, r2};
            else begin
                a1 = r1;
                {a2, a3} = (l0 >= r2)? {l0, r2} : {r2, l0};
            end
        end
    end
endmodule
module split_2_2 (
    l0, l1,
    r0, r1,
    a0, a1, a2, a3
);
    input [7:0] l0, l1;
    input [7:0] r0, r1;
    output reg [7:0] a0, a1, a2, a3;
    always @(*) begin
        if (l0 >= r0) begin
            a0 = l0;
            if (l1 >= r0)
                {a1, a2, a3} = {l1, r0, r1};
            else begin
                a1 = r0;
                {a2, a3} = (l1 >= r1)? {l1, r1} : {r1, l1};
            end
        end
        else begin
            a0 = r0;
            if (l0 >= r1) begin
                a1 = l0;
                {a2, a3} = (l1 >= r1)? {l1, r1} : {r1, l1};
            end
            else
                {a1, a2, a3} = {r1, l0, l1};
        end
    end
endmodule
module merge_8(
    l0, l1, l2, l3,
    r0, r1, r2, r3,
    a0, a1, a2, a3, a4, a5, a6, a7 
);
    input [7:0] l0, l1, l2, l3;
    input [7:0] r0, r1, r2, r3;
    output reg [7:0] a0, a1, a2, a3, a4, a5, a6, a7;
    always @(*) begin
        if (l0 >= r0) begin
            a0 = l0;
            if (l1 >= r0) begin
                a1 = l1;
                if (l2 >= r0) begin
                    a2 = l2;
                    if (l3 >= r0)
                        {a3, a4, a5, a6, a7} = {l3, r0, r1, r2, r3};
                    else begin
                        a3 = r0;
                        if (l3 >= r1)
                            {a4, a5, a6, a7} = {l3, r1, r2, r3};
                        else begin
                            a4 = r1;
                            if (l3 >= r2)
                                {a5, a6, a7} = {l3, r2, r3};
                            else begin
                                a5 = r2;
                                {a6, a7} = (l3 >= r3)? {l3, r3} : {r3, l3};
                            end
                        end
                    end
                end
                else begin  
                    a2 = r0;
                    if (l2 >= r1) begin
                        a3 = l2;
                        if (l3 >= r1)
                            {a4, a5, a6, a7} = {l3, r1, r2, r3};
                        else begin
                            a4 = r1;
                            if (l3 >= r2)
                                {a5, a6, a7} = {l3, r2, r3};
                            else begin
                                a5 = r2;
                                {a6, a7} = (l3 >= r3)? {l3, r3} : {r3, l3};
                            end 
                        end
                    end
                    else begin  
                        a3 = r1;
                        if (l2 >= r2) begin
                            a4 = l2;
                            if (l3 >= r2) 
                                {a5, a6, a7} = {l3, r2, r3};
                            else begin
                                a5 = r2;
                                {a6, a7} = (l3 >= r3)? {l3, r3} : {r3, l3};
                            end
                        end
                        else begin
                            a4 = r2;
                            if (l2 >= r3) begin
                                a5 = l2;
                                {a6, a7} = (l3 >= r3)? {l3, r3} : {r3, l3};
                            end
                            else
                                {a5, a6, a7} = {r3, l2, l3};
                        end
                    end
                end
            end
            else begin  
                a1 = r0;
                if (l1 >= r1) begin
                    a2 = l1;
                    if (l2 >= r1) begin
                        a3 = l2;
                        if (l3 >= r1)
                            {a4, a5, a6, a7} = {l3, r1, r2, r3};
                        else begin
                            a4 = r1;
                            if (l3 >= r2) 
                                {a5, a6, a7} = {l3, r2, r3};
                            else begin
                                a5 = r2;
                                {a6, a7} = (l3 >= r3)? {l3, r3} : {r3, l3};
                            end
                        end
                    end
                    else begin  
                        a3 = r1;
                        if (l2 >= r2) begin
                            a4 = l2;
                            if (l3 >= r2)
                                {a5, a6, a7} = {l3, r2, r3};
                            else begin
                                a5 = r2;
                                {a6, a7} = (l3 >= r3)? {l3, r3} : {r3, l3};
                            end
                        end
                        else begin
                            a4 = r2;
                            if (l2 >= r3) begin
                                a5 = l2;
                                {a6, a7} = (l3 >= r3)? {l3, r3} : {r3, l3};
                            end
                            else
                                {a5, a6, a7} = {r3, l2, l3};
                        end
                    end
                end
                else begin  
                    a2 = r1;
                    if (l1 >= r2) begin
                        a3 = l1;
                        if (l2 >= r2) begin
                            a4 = l2;
                            if (l3 >= r2)
                                {a5, a6, a7} = {l3, r2, r3};
                            else begin
                                a5 = r2;
                                {a6, a7} = (l3 >= r3)? {l3, r3} : {r3, l3};
                            end
                        end
                        else begin
                            a4 = r2;
                            if (l2 >= r3) begin
                                a5 = l2;
                                {a6, a7} = (l3 >= r3)? {l3, r3} : {r3, l3};
                            end
                            else
                                {a5, a6, a7} = {r3, l2, l3};
                        end
                    end
                    else begin  
                        a3 = r2;
                        if (l1 >= r3) begin
                            a4 = l1;
                            if (l2 >= r3) begin
                                a5 = l2;
                                {a6, a7} = (l3 >= r3)? {l3, r3} : {r3, l3};
                            end
                            else
                                {a5, a6, a7} = {r3, l2, l3};
                        end
                        else
                            {a4, a5, a6, a7} = {r3, l1, l2, l3};
                    end
                end
            end
        end
        else begin
            a0 = r0;
            if (l0 >= r1) begin
                a1 = l0;
                if (l1 >= r1) begin
                    a2 = l1;
                    if (l2 >= r1) begin
                        a3 = l2;
                        if (l3 >= r1)
                            {a4, a5, a6, a7} = {l3, r1, r2, r3};
                        else begin
                            a4 = r1;
                            if (l3 >= r2)
                                {a5, a6, a7} = {l3, r2, r3};
                            else begin
                                a5 = r2;
                                {a6, a7} = (l3 >= r3)? {l3, r3} : {r3, l3};
                            end
                        end
                    end
                    else begin  
                        a3 = r1;
                        if (l2 >= r2) begin
                            a4 = l2;
                            if (l3 >= r2)
                                {a5, a6, a7} = {l3, r2, r3};
                            else begin
                                a5 = r2;
                                {a6, a7} = (l3 >= r3)? {l3, r3} : {r3, l3};
                            end
                        end
                        else begin
                            a4 = r2;
                            if (l2 >= r3) begin
                                a5 = l2;
                                {a6, a7} = (l3 >= r3)? {l3, r3} : {r3, l3};
                            end
                            else
                                {a5, a6, a7} = {r3, l2, l3};
                        end
                    end
                end
                else begin  
                    a2 = r1;
                    if (l1 >= r2) begin
                        a3 = l1;
                        if (l2 >= r2) begin
                            a4 = l2;
                            if (l3 >= r2)
                                {a5, a6, a7} = {l3, r2, r3};
                            else begin
                                a5 = r2;
                                {a6, a7} = (l3 >= r3)? {l3, r3} : {r3, l3};
                            end
                        end
                        else begin
                            a4 = r2;
                            if (l2 >= r3) begin
                                a5 = l2;
                                {a6, a7} = (l3 >= r3)? {l3, r3} : {r3, l3};
                            end
                            else
                                {a5, a6, a7} = {r3, l2, l3};
                        end
                    end
                    else begin  
                        a3 = r2;
                        if (l1 >= r3) begin
                            a4 = l1;
                            if (l2 >= r3) begin
                                a5 = l2;
                                {a6, a7} = (l3 >= r3)? {l3, r3} : {r3, l3};
                            end
                            else
                                {a5, a6, a7} = {r3, l2, l3};
                        end
                        else
                            {a4, a5, a6, a7} = {r3, l1, l2, l3};
                    end
                end
            end
            else begin
                a1 = r1;
                if (l0 >= r2) begin  
                    a2 = l0;
                    if (l1 >= r2) begin  
                        a3 = l1;
                        if (l2 >= r2) begin
                            a4 = l2;
                            if (l3 >= r2)
                                {a5, a6, a7} = {l3, r2, r3};
                            else begin
                                a5 = r2;
                                {a6, a7} = (l3 >= r3)? {l3, r3} : {r3, l3};
                            end
                        end
                        else begin
                            a4 = r2;
                            if (l2 >= r3) begin
                                a5 = l2;
                                {a6, a7} = (l3 >= r3)? {l3, r3} : {r3, l3};
                            end
                            else
                                {a5, a6, a7} = {r3, l2, l3};
                        end
                    end
                    else begin  
                        a3 = r2;
                        if (l1 >= r3) begin
                            a4 = l1;
                            if (l2 >= r3) begin
                                a5 = l2;
                                {a6, a7} = (l3 >= r3)? {l3, r3} : {r3, l3};
                            end
                            else
                                {a5, a6, a7} = {r3, l2, l3};
                        end
                        else
                            {a4, a5, a6, a7} = {r3, l1, l2, l3};
                    end
                end
                else begin  
                    a2 = r2;
                    if (l0 >= r3) begin  
                        a3 = l0;
                        if (l1 >= r3) begin
                            a4 = l1;
                            if (l2 >= r3) begin
                                a5 = l2;
                                {a6, a7} = (l3 >= r3)? {l3, r3} : {r3, l3};
                            end
                            else
                                {a5, a6, a7} = {r3, l2, l3};
                        end
                        else
                            {a4, a5, a6, a7} = {r3, l1, l2, l3};
                    end
                    else begin
                        {a3, a4, a5, a6, a7} = {r3, l0, l1, l2, l3};
                    end
                end
            end
        end
    end
endmodule
module merge_4(
    l0, l1,
    r0, r1,
    a0, a1, a2, a3
);
    input [7:0] l0, l1;
    input [7:0] r0, r1;
    output reg [7:0] a0, a1, a2, a3;
    always @(*) begin
        if (l0 >= r0) begin
            a0 = l0;
            if (l1 >= r0) begin
                a1 = l1;
                a2 = r0;
                a3 = r1;
            end
            else begin
                a1 = r0;
                {a2, a3} = (l1 >= r1)? {l1, r1} : {r1, l1};
            end
        end
        else begin
            a0 = r0;
            if (l0 >= r1) begin
                a1 = l0;
                {a2, a3} = (l1 >= r1)? {l1, r1} : {r1, l1};
            end
            else begin
                a1 = r1;
                a2 = l0;
                a3 = l1;
            end
        end
    end
endmodule
module merge_sort_4(
    a0, a1, a2, a3,
    b0, b1, b2, b3
);
    input [7:0] a0, a1, a2, a3;
    output [7:0] b0, b1, b2, b3;
    wire [7:0] l0, l1;
    wire [7:0] r0, r1;
    assign {l0, l1} = (a0 >= a1)? {a0, a1} : {a1, a0};
    assign {r0, r1} = (a2 >= a3)? {a2, a3} : {a3, a2};
    merge_4 merge(
        l0, l1,
        r0, r1,
        b0, b1, b2, b3
    );
endmodule
module merge_sort(
    a0, a1, a2, a3, a4, a5, a6, a7,
    b0, b1, b2, b3, b4, b5, b6, b7
);
    input [7:0] a0, a1, a2, a3, a4, a5, a6, a7;
    output [7:0] b0, b1, b2, b3, b4, b5, b6, b7;
    wire [7:0] l0, l1, l2, l3;
    wire [7:0] r0, r1, r2, r3;
    merge_sort_4 sort_left(
        a0, a1, a2, a3,
        l0, l1, l2, l3
    );
    merge_sort_4 sort_right(
        a4, a5, a6, a7,
        r0, r1, r2, r3
    );
    merge_8 merge(
        l0, l1, l2, l3,
        r0, r1, r2, r3,
        b0, b1, b2, b3, b4, b5, b6, b7
    );
endmodule
module mod_LUT (
    input [7:0] dividend,
    output reg q
);
always @(*) begin
    case (dividend)
		0, 10, 20, 30, 40, 50, 60, 70, 80, 90, 100, 110, 120, 130, 140: q = 1;
		default: q = 0;
	endcase
end
endmodule
module SSC(
    card_num,
    input_money,
    snack_num,
    price, 
    out_valid,
    out_change
);
input [63:0] card_num;
input [8:0] input_money;
input [31:0] snack_num;
input [31:0] price;
output out_valid;
output reg [8:0] out_change;
wire [3:0] ctmp [0:7];
wire [7:0] valid_num;
wire [7:0]  mul [0:7];
wire [7:0]  t20, t27; 
wire [7:0]  t51, t52, t53, t54, t55, t56;
wire [8:0] change0, change1, change2, change3, change4, change5, change6, change7;
wire [7:0] branch;
assign ctmp[0] = {card_num[63:60], 1'd0} - ((card_num[63:60] >= 4'd5)? 4'd9 : 4'd0);
assign ctmp[1] = {card_num[55:52], 1'd0} - ((card_num[55:52] >= 4'd5)? 4'd9 : 4'd0);
assign ctmp[2] = {card_num[47:44], 1'd0} - ((card_num[47:44] >= 4'd5)? 4'd9 : 4'd0);
assign ctmp[3] = {card_num[39:36], 1'd0} - ((card_num[39:36] >= 4'd5)? 4'd9 : 4'd0);
assign ctmp[4] = {card_num[31:28], 1'd0} - ((card_num[31:28] >= 4'd5)? 4'd9 : 4'd0);
assign ctmp[5] = {card_num[23:20], 1'd0} - ((card_num[23:20] >= 4'd5)? 4'd9 : 4'd0);
assign ctmp[6] = {card_num[15:12], 1'd0} - ((card_num[15:12] >= 4'd5)? 4'd9 : 4'd0);
assign ctmp[7] = {card_num[7:4], 1'd0} - ((card_num[7:4] >= 4'd5)? 4'd9 : 4'd0);
assign valid_num = (((card_num[59:56] + card_num[51:48]) + (card_num[43:40] + card_num[35:32])) +
                    ((card_num[27:24] + card_num[19:16]) + (card_num[11:8] + card_num[3:0]))) +
                   (((ctmp[0] + ctmp[1]) + (ctmp[2] + ctmp[3])) + ((ctmp[4] + ctmp[5]) + (ctmp[6] + ctmp[7])));
mod_LUT mod (valid_num, out_valid);
assign mul[0] = snack_num[31:28] * price[31:28];
assign mul[1] = snack_num[27:24] * price[27:24];
assign mul[2] = snack_num[23:20] * price[23:20];
assign mul[3] = snack_num[19:16] * price[19:16];
assign mul[4] = snack_num[15:12] * price[15:12];
assign mul[5] = snack_num[11:8] * price[11:8];
assign mul[6] = snack_num[7:4] * price[7:4];
assign mul[7] = snack_num[3:0] * price[3:0];
merge_sort sort (
        mul[0], mul[1], mul[2], mul[3], mul[4], mul[5], mul[6], mul[7],
        t20, t51, t52, t53, t54, t55, t56, t27
);
assign change0 = input_money - t20;
assign change1 = change0 - t51;
assign change2 = change1 - t52;
assign change3 = change2 - t53;
assign change4 = change3 - t54;
assign change5 = change4 - t55;
assign change6 = change5 - t56;
assign change7 = change6 - t27;
assign branch[7] = input_money <= change0;
assign branch[6] = branch[7] || (change0 <= change1);
assign branch[5] = branch[6] || (change1 <= change2);
assign branch[4] = branch[5] || (change2 <= change3);
assign branch[3] = branch[4] || (change3 <= change4);
assign branch[2] = branch[3] || (change4 <= change5);
assign branch[1] = branch[2] || (change5 <= change6);
assign branch[0] = branch[1] || (change6 <= change7);
always @(*) begin
    if (out_valid) begin
        case (branch)
            8'b01111111: out_change = change0;
            8'b00111111: out_change = change1;
            8'b00011111: out_change = change2;
            8'b00001111: out_change = change3;
            8'b00000111: out_change = change4;
            8'b00000011: out_change = change5;
            8'b00000001: out_change = change6;
            8'b00000000: out_change = change7;
            default: out_change = input_money;
        endcase
    end
    else
        out_change = input_money;
end
endmodule
File: flow/run.sh
#!/bin/bash
# OpenROAD 26Q1-2900-gdf79404cd8, Yosys 0.63+post, stock flow scripts
make -C /OpenROAD-flow-scripts/flow DESIGN_CONFIG=/design/flow/config.mk WORK_HOME=/design/flow/orfs finish
File: flow/config.mk
export PLATFORM = sky130hd
export DESIGN_NAME = SSC
export DESIGN_NICKNAME = SSC
export VERILOG_FILES = /design/flow/design.v
export SDC_FILE = /design/flow/constraint.sdc
export NUM_CORES = 4
export LEC_CHECK = 1
export CORE_UTILIZATION = 50
File: flow/constraint.sdc
current_design SSC

set clk_period 36.9
set clk_io_pct 0.2

create_clock -name clk0 -period $clk_period

set non_clock_inputs [all_inputs -no_clocks]
set_input_delay [expr $clk_period * $clk_io_pct] -clock clk0 $non_clock_inputs
set_output_delay [expr $clk_period * $clk_io_pct] -clock clk0 [all_outputs]
==> run summary <==
Flops -> 0
synth warn -> 4
area fraction in xor and xnor cells -> 3.72%
HP Start -> input_money[0]
ys cells -> 3324
DR WL/cell -> 21.8 um
Inserted Diodes -> 0
Hold Crit Endpoint -> out_change[0]
row cnt -> 79
most numerous logic cell after layout -> ha_1
final wirelength -> 88100 um
Critical Path Max Stage Delay -> 0.85 ns
Starting DRT DRC Count -> 2266
PortBufs -> 147
Log Warnings -> 32
DR vias/cell -> 6.33
WS Path Type -> input pin to primary output
Post-CTS Hold Buffers -> 0
Req. time, crit path -> 29.52 ns
Slew @ Worst Pin -> 0.990 ns
DR pass1 iterations -> 8
total grt overflow -> 0
Hold Path Class -> input pin to primary output
RSZ-0062 raised after global routing -> false
Slew HR -> 33.3%
via count -> 25600
Post-CTS Setup Bufs -> 0
share of post-route cells with drive strength above 1 -> 6.64%
simple-gate area share of the yosys netlist -> 19.2%
Syn-to-layout area delta -> 10.3%
fill cell instance count of the final layout -> 4229
GRT Resource Usage Total -> 36.4%
yosys stat chip area -> 24000 um2
initial antenna violation count -> 0
Adder Share, Synth -> 29.4%
largest net degree at the start of global routing -> 63
yosys aoi share -> 32.5%
Fin Hold WS -> 15.89 ns
fp_density -> 51.1%
register area -> 0 um2
arrival time at the worst endpoint -> 27.71 ns
Worst Path Max Fanout -> 42
gp weighted congestion -> 1.06
Core ar. -> 47000 um2
Max Freq -> 0.0285 GHz
DP HPWL -> 69100 um
Final Critical Period -> 35.09 ns
TNS Setup -> 0 ns
via count of the first global-routing pass -> 24000
Die Area -> 48900 um2
CP Launch Type -> input pin
Netlist Area Pre-Place -> 24000 um2
Fin. Hold Viols -> 0
Final Max Slew Viols -> 0
first-pass GRT wire length -> 138000 um
Setup crit end kind -> primary output
Seq share, synth -> 0%
Syn Area/Cell -> 7.22 um2
logic area -> 22500 um2
residual DRC count -> 0
Post-synth mux share -> 8.29%
antenna-violating nets left -> 0
Max Cap Viol -> 0
PostCTS Resize Cnt -> 0
die y size -> 221 um
hold depth -> 4
layout clock buffer count -> 0
I/O pin count -> 147
status -> finished clean
Crit-path slowest cell -> o21ai_0
most frequent cells in the layout -> ha_1, a21oi_1, inv_1, nand2_1, nor2_1
post-synthesis cell count -> 3324
Main logic family -> AND-OR/OR-AND gates
Synth cell types -> 103
chip width -> 221 um
CP most frequent cell -> ha_1
Tcrit/Tclk final -> 95.1%
Final Setup Violations -> 0
==> stage by stage <==
| step | instances | area (um2) | setup WS (ns) | utilization [%] |
|---|---|---|---|---|
| floorplan | 3324 | 24000 | 4.83 | - |
| global placement | 4040 | 26500 | 2.77 | 56.4 |
| detailed placement | 4040 | 26500 | 2.19 | 56.4 |
| CTS | 4040 | 26500 | 2.12 | 56.4 |
| global route | 4040 | 26500 | 0.0799 | 56.4 |
| finish | 4040 | 26500 | 1.81 | 56.4 |
==> per-layer routing <==
metal | track usage [%] | wire length (um)
met4 | 13.3 | 3830
met3 | 5.41 | 7590
met2 | 56.0 | 37600
met5 | 0 | 0
met1 | 52.2 | 39000
==> cells in the mapped netlist, drive strengths merged, types with 9 or more instances <==
| master | n | area share (%) |
|---|---|---|
| xor2 | 31 | 1.1 |
| a211o | 21 | 0.77 |
| o221ai | 20 | 0.73 |
| clkbuf | 84 | 1.3 |
| mux2 | 37 | 1.8 |
| nor3b | 20 | 0.63 |
| nor3 | 41 | 0.92 |
| a311oi | 9 | 0.40 |
| o21ai | 252 | 5.3 |
| a211oi | 106 | 3.5 |
| nor2b | 34 | 0.89 |
| o21bai | 20 | 0.63 |
| inv | 291 | 4.6 |
| a221o | 15 | 0.63 |
| nor2 | 238 | 3.8 |
| and2 | 120 | 3.1 |
| fa | 92 | 7.7 |
| o211ai | 85 | 2.7 |
| xnor2 | 71 | 2.6 |
| nand2 | 260 | 4.1 |
| nand2b | 66 | 1.7 |
| or2 | 23 | 0.60 |
| o31ai | 18 | 0.60 |
| nand3 | 46 | 0.96 |
| a221oi | 20 | 0.93 |
| o21a | 28 | 0.88 |
| a21o | 117 | 3.7 |
| o22ai | 11 | 0.31 |
| or3 | 16 | 0.42 |
| and3 | 21 | 0.55 |
| nand4 | 25 | 0.65 |
| o2111ai | 11 | 0.40 |
| mux2i | 156 | 6.5 |
| o31a | 11 | 0.40 |
| a2111oi | 9 | 0.44 |
| a31oi | 21 | 0.57 |
| ha | 412 | 21 |
| buf | 48 | 1.0 |
| a21oi | 306 | 6.4 |
==> cell type report <==
cell class	instances	share of cell area (%)
tap	607	2.87
inverter	292	4.14
timing repair buffer	241	8.22
multi-input combinational	2900	84.8
==> kinds of logic after synthesis <==
family	Yosys count
AND/OR/NAND/NOR	936
multiplexers	193
XOR/XNOR	102
AND-OR/OR-AND	1159
buffers and inverters	424
adder cells (fa/ha/maj)	510
==> worst max-delay path by stage <==
| stage | cells after the start | from | to |
|---|---|---|---|
| 5_1_grt | 80 | snack_num[8] | out_change[5] |
| 4_1_cts | 82 | snack_num[8] | out_change[5] |
| 6_report | 79 | price[11] | out_change[3] |
==> worst max-delay path, delay by kind of cell <==
kind / cells / cell delay (ns)
fa+ha+maj: 15 / 5.56
simple gates: 19 / 3.82
buf+inv: 11 / 1.96
compound gates: 25 / 6.42
xor+xnor: 9 / 2.54
