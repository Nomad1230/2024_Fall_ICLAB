==> /design/flow/design.v <==
module TETRIS (
	rst_n,
	clk,
	in_valid,
	tetrominoes,
	position,
	tetris_valid,
	score_valid,
	fail,
	score,
	tetris
);
input				rst_n, clk, in_valid;
input		[2:0]	tetrominoes;
input		[2:0]	position;
output reg			tetris_valid, score_valid, fail;
output reg	[3:0]	score;
output reg 	[71:0]	tetris;
integer i;
parameter read = 2'd0, read2 = 2'd1, compute = 2'd2;
reg [2:0] cs, ns;
reg [95:0] tetris_tmp;
reg [10:0] shift;
reg [11:0] score_t;
reg add_score;
wire [6:0] height [0:5];
reg [6:0] pos0, pos1, pos2, pos3;
reg [3:0] h0, h1, h2, h3;
reg [2:0] tetrominoes_tmp;
reg [2:0] position_tmp;
reg [3:0] _max_height;
reg [6:0] shape_pos0, shape_pos1, shape_pos2, shape_pos3;
reg [6:0] displace, posd0, posd1, posd2, posd3;
reg shift_condition;
reg [2:0] score_tmp;
reg [4:0] count;
reg fail_tmp;
always @(posedge clk or negedge rst_n) begin
    if (!rst_n)
        cs <= read;
    else
        cs <= ns;
end
always @(*) begin
    if (!rst_n)
        ns = read;
    else begin
        case (cs)
            read: begin
				ns = (in_valid && !fail)? read2 : read;
			end
			read2: ns = compute;
			compute: begin
				ns = (add_score)? compute : read;
			end
            default: ns = read;
        endcase
    end
end
always @(*) begin
	score_t[0] = &(tetris_tmp[5:0]);
	score_t[1] = &(tetris_tmp[11:6]);
	score_t[2] = &(tetris_tmp[17:12]);
	score_t[3] = &(tetris_tmp[23:18]);
	score_t[4] = &(tetris_tmp[29:24]);
	score_t[5] = &(tetris_tmp[35:30]);
	score_t[6] = &(tetris_tmp[41:36]);
	score_t[7] = &(tetris_tmp[47:42]);
	score_t[8] = &(tetris_tmp[53:48]);
	score_t[9] = &(tetris_tmp[59:54]);
	score_t[10] = &(tetris_tmp[65:60]);
	score_t[11] = &(tetris_tmp[71:66]);
end
assign add_score = |score_t;
always @(*) begin
	shift[0] = score_t[0];
	shift[1] = shift[0] || score_t[1];
	shift[2] = shift[1] || score_t[2];
	shift[3] = shift[2] || score_t[3];
	shift[4] = shift[3] || score_t[4];
	shift[5] = shift[4] || score_t[5];
	shift[6] = shift[5] || score_t[6];
	shift[7] = shift[6] || score_t[7];
	shift[8] = shift[7] || score_t[8];
	shift[9] = shift[8] || score_t[9];
	shift[10] = shift[9] || score_t[10];
	shift[11] = shift[10] || score_t[11];
end
assign height[0] = (tetris_tmp[66])? 4'd12 : (tetris_tmp[60])? 4'd11 : (tetris_tmp[54])? 4'd10 : (tetris_tmp[48])? 4'd9 :
				   (tetris_tmp[42])? 4'd8  : (tetris_tmp[36])? 4'd7  : (tetris_tmp[30])? 4'd6  : (tetris_tmp[24])? 4'd5 :
				   (tetris_tmp[18])? 4'd4  : (tetris_tmp[12])? 4'd3  : (tetris_tmp[6])? 4'd2  : (tetris_tmp[0])? 4'd1 : 4'd0;
assign height[1] = (tetris_tmp[67])? 4'd12 : (tetris_tmp[61])? 4'd11 : (tetris_tmp[55])? 4'd10 : (tetris_tmp[49])? 4'd9 :
				   (tetris_tmp[43])? 4'd8  : (tetris_tmp[37])? 4'd7  : (tetris_tmp[31])? 4'd6  : (tetris_tmp[25])? 4'd5 :
				   (tetris_tmp[19])? 4'd4  : (tetris_tmp[13])? 4'd3  : (tetris_tmp[7])? 4'd2  : (tetris_tmp[1])? 4'd1 : 4'd0;
assign height[2] = (tetris_tmp[68])? 4'd12 : (tetris_tmp[62])? 4'd11 : (tetris_tmp[56])? 4'd10 : (tetris_tmp[50])? 4'd9 :
				   (tetris_tmp[44])? 4'd8  : (tetris_tmp[38])? 4'd7  : (tetris_tmp[32])? 4'd6  : (tetris_tmp[26])? 4'd5 :
				   (tetris_tmp[20])? 4'd4  : (tetris_tmp[14])? 4'd3  : (tetris_tmp[8])? 4'd2  : (tetris_tmp[2])? 4'd1 : 4'd0;
assign height[3] = (tetris_tmp[69])? 4'd12 : (tetris_tmp[63])? 4'd11 : (tetris_tmp[57])? 4'd10 : (tetris_tmp[51])? 4'd9 :
				   (tetris_tmp[45])? 4'd8  : (tetris_tmp[39])? 4'd7  : (tetris_tmp[33])? 4'd6  : (tetris_tmp[27])? 4'd5 :
				   (tetris_tmp[21])? 4'd4  : (tetris_tmp[15])? 4'd3  : (tetris_tmp[9])? 4'd2  : (tetris_tmp[3])? 4'd1 : 4'd0;
assign height[4] = (tetris_tmp[70])? 4'd12 : (tetris_tmp[64])? 4'd11 : (tetris_tmp[58])? 4'd10 : (tetris_tmp[52])? 4'd9 :
				   (tetris_tmp[46])? 4'd8  : (tetris_tmp[40])? 4'd7  : (tetris_tmp[34])? 4'd6  : (tetris_tmp[28])? 4'd5 :
				   (tetris_tmp[22])? 4'd4  : (tetris_tmp[16])? 4'd3  : (tetris_tmp[10])? 4'd2  : (tetris_tmp[4])? 4'd1 : 4'd0;
assign height[5] = (tetris_tmp[71])? 4'd12 : (tetris_tmp[65])? 4'd11 : (tetris_tmp[59])? 4'd10 : (tetris_tmp[53])? 4'd9 :
				   (tetris_tmp[47])? 4'd8  : (tetris_tmp[41])? 4'd7  : (tetris_tmp[35])? 4'd6  : (tetris_tmp[29])? 4'd5 :
				   (tetris_tmp[23])? 4'd4  : (tetris_tmp[17])? 4'd3  : (tetris_tmp[11])? 4'd2  : (tetris_tmp[5])? 4'd1 : 4'd0;
reg [3:0] max_height, max1, max2;
reg [2:0] p0, p1, p2, p3;
reg [6:0] tetro_h, dis1, dis2, dis3;
always @(*) begin
	if (in_valid) begin
		p0 = position;
		p1 = position + ((position[2] && position[0])? 3'd0 : 3'd1);
		p2 = position + ((position[2])? 3'd0 : 3'd2);
		p3 = position + ((position >= 3'd3 )? 3'd0 : 3'd3);
		h0 = height[p0];
		h1 = height[p1];
		h2 = height[p2];
		h3 = height[p3];
	end
	else begin
		p0 = 0;
		p1 = 0;
		p2 = 0;
		p3 = 0;
		h0 = 0;
		h1 = 0;
		h2 = 0;
		h3 = 0;
	end
end
always @(*) begin
	if (in_valid) begin
		case (tetrominoes)
			3'd0: max_height = (h0 >= h1)? h0 : h1;
			3'd1: max_height = h0;
			3'd2: begin
				max1 = (h0 >= h1)? h0 : h1;
				max2 = (h2 >= h3)? h2 : h3;
				max_height = (max1 >= max2)? max1 : max2;
			end
			3'd3: begin
				max_height = (h1 >= h0)? h1 : (((h0 - h1) <= 4'd2)? h1 : h0 - 2);
			end
			3'd4: begin
				max1 = (h1 >= h2)? h1 : h2;
				max_height = (h0 >= max1)? h0 : (((max1 - h0) <= 4'd1)? h0 : max1 - 1);
			end
			3'd5: max_height = (h0 >= h1)? h0 : h1;
			3'd6: begin
				max_height = (h1 >= h0)? h1 : (((h0 - h1) <= 4'd1)? h1 : h0 - 1);
			end
			3'd7: begin
				max1 = (h0 >= h1)? h0 : h1;
				max_height = (max1 >= h2)? max1 : (((h2 - max1) <= 4'd1)? max1 : h2 - 1);
			end
			default: max_height = h0;
		endcase
	end
	else begin
		max_height = 0;
	end 
end
always @(*) begin
	tetro_h = {_max_height, 2'd0} + {_max_height, 1'd0};
end
always @(*) begin
	case (tetrominoes_tmp)
		3'd0: shape_pos0 = tetro_h + 3'd6;
		3'd1: shape_pos0 = tetro_h + 5'd18; 
		3'd2: shape_pos0 = tetro_h;
		3'd3, 3'd5, 3'd6: shape_pos0 = tetro_h + 4'd12;
		3'd4: shape_pos0 = tetro_h + 3'd6;
		3'd7: shape_pos0 = tetro_h + 3'd7;
		default: shape_pos0 = 7'd78;
	endcase
end
always @(*) begin
	case (tetrominoes_tmp)
		3'd0, 3'd4: shape_pos1 = tetro_h + 3'd7;
		3'd1: shape_pos1 = tetro_h + 4'd12;
		3'd2: shape_pos1 = tetro_h + 1'd1;
		3'd3: shape_pos1 = tetro_h + 4'd13;
		3'd5, 3'd6: shape_pos1 = tetro_h + 3'd6;
		3'd7: shape_pos1 = tetro_h + 4'd8;
		default: shape_pos1 = 7'd79;
	endcase
end
always @(*) begin
	case (tetrominoes_tmp)
		3'd0, 3'd5, 3'd7: shape_pos2 = tetro_h;
		3'd1: shape_pos2 = tetro_h + 3'd6;
		3'd2: shape_pos2 = tetro_h + 2'd2;
		3'd3, 3'd6: shape_pos2 = tetro_h + 3'd7;
		3'd4: shape_pos2 = tetro_h + 4'd8;
		default: shape_pos2 = 7'd72;
	endcase
end
always @(*) begin
	case (tetrominoes_tmp)
		3'd0, 3'd3, 3'd5, 3'd6, 3'd7: shape_pos3 = tetro_h + 1'd1;
		3'd1, 3'd4: shape_pos3 = tetro_h; 
		3'd2: shape_pos3 = tetro_h + 2'd3;
		default: shape_pos3 = 7'd73;
	endcase
end
always @(*) begin
	posd0 = pos0 + displace;
	posd1 = pos1 + displace;
	posd2 = pos2 + displace;
	posd3 = pos3 + displace;
end
assign score = (score_valid)? score_tmp : 4'd0;
assign tetris = (tetris_valid)? tetris_tmp[71:0] : 72'd0;
assign fail = (score_valid)? fail_tmp : 1'd0;
always @(posedge clk or negedge rst_n) begin
	if (!rst_n) begin
		tetris_tmp <= 96'd0;
		score_valid <= 1'd0;
		tetris_valid <= 1'd0;
		fail_tmp <= 0;
		pos0 <= 0;
		pos1 <= 0;
		pos2 <= 0;
		pos3 <= 0;
		displace <= 0;
		score_tmp <= 3'd0;
		count <= 5'd0;
		tetrominoes_tmp <= 3'd0;
	end
	else begin
		case (cs)
			read: begin
				score_valid <= 1'd0;
				tetris_valid <= 1'd0;
				if (fail_tmp || count == 5'd16) begin
					count <= 5'd0;
					score_tmp <= 3'd0;
					tetris_tmp[71:0] <= 72'd0;
				end
				if (in_valid && !fail) begin
					fail_tmp <= 1'd0;
					count <= count + 5'd1;
					_max_height <= max_height;
					tetrominoes_tmp <= tetrominoes;
					position_tmp <= position;
				end
			end
			read2: begin
				tetris_tmp[shape_pos0 + position_tmp] <= 1'd1;
				tetris_tmp[shape_pos1 + position_tmp] <= 1'd1;
				tetris_tmp[shape_pos2 + position_tmp] <= 1'd1;
				tetris_tmp[shape_pos3 + position_tmp] <= 1'd1;
			end
			compute: begin
				if (!add_score) begin
					score_valid <= 1'd1;
					tetris_valid <= 1'd1;
					fail_tmp <= |(tetris_tmp[95:72]);
					tetris_tmp[95:72] <= 24'd0;
				end
				else begin
					score_tmp <= score_tmp + 3'd1;
					tetris_tmp[5:0] <= (shift[0])? tetris_tmp[11:6] : tetris_tmp[5:0];
					tetris_tmp[11:6] <= (shift[1])? tetris_tmp[17:12] : tetris_tmp[11:6];
					tetris_tmp[17:12] <= (shift[2])? tetris_tmp[23:18] : tetris_tmp[17:12];
					tetris_tmp[23:18] <= (shift[3])? tetris_tmp[29:24] : tetris_tmp[23:18];
					tetris_tmp[29:24] <= (shift[4])? tetris_tmp[35:30] : tetris_tmp[29:24];
					tetris_tmp[35:30] <= (shift[5])? tetris_tmp[41:36] : tetris_tmp[35:30];
					tetris_tmp[41:36] <= (shift[6])? tetris_tmp[47:42] : tetris_tmp[41:36];
					tetris_tmp[47:42] <= (shift[7])? tetris_tmp[53:48] : tetris_tmp[47:42];
					tetris_tmp[53:48] <= (shift[8])? tetris_tmp[59:54] : tetris_tmp[53:48];
					tetris_tmp[59:54] <= (shift[9])? tetris_tmp[65:60] : tetris_tmp[59:54];
					tetris_tmp[65:60] <= (shift[10])? tetris_tmp[71:66] : tetris_tmp[65:60];
					tetris_tmp[71:66] <= tetris_tmp[77:72];
					tetris_tmp[77:72] <= tetris_tmp[83:78];
					tetris_tmp[83:78] <= tetris_tmp[89:84];
					tetris_tmp[89:84] <= tetris_tmp[95:90];
					tetris_tmp[95:90] <= 6'd0;
				end
			end
			default: score_valid <= 1'd0;
		endcase
	end
end
endmodule
==> /design/flow/run.sh <==
#!/bin/bash
# OpenROAD 26Q1-2900-gdf79404cd8, Yosys 0.63+post, stock flow scripts
make -C /OpenROAD-flow-scripts/flow DESIGN_CONFIG=/design/flow/config.mk WORK_HOME=/design/flow/orfs finish
==> /design/flow/config.mk <==
export PLATFORM = sky130hd
export DESIGN_NAME = TETRIS
export DESIGN_NICKNAME = TETRIS
export VERILOG_FILES = /design/flow/design.v
export SDC_FILE = /design/flow/constraint.sdc
export NUM_CORES = 4
export LEC_CHECK = 1
export CORE_UTILIZATION = 40
==> /design/flow/constraint.sdc <==
current_design TETRIS

set clk_period 11.4
set clk_io_pct 0.2

create_clock -name clk0 -period $clk_period [get_ports {clk}]

set non_clock_inputs [all_inputs -no_clocks]
set_input_delay [expr $clk_period * $clk_io_pct] -clock clk0 $non_clock_inputs
set_output_delay [expr $clk_period * $clk_io_pct] -clock clk0 [all_outputs]
==> reports/results.tsv <==
metric	value	unit
tightest_slew	1.047	ns
worstHoldStart	count[4]	
synth.avg_cell_area	7.066	um2
finalSetupTns	0	ns
cp_common_cell	inv_1	
first_global_vias	19730	
setup_viol	0	
num-fill-cells	4228	
r2r_setup_slack	3.56	ns
grt.total_usage	44.76	%
gp_congestion	1.106	
max_freq	102.3	MHz
edf_count	7	
status	finished clean	
drv_slew	0	
flop_cell	dfrtp_1	
cts_sinks	120	
synth_top_cell_by_area	dfrtp_1	
worstPathArrival	9.94	ns
hold_path_end	count[4]	
vias	21100	
ys_cells	2429	
warnings	41	
crit_fanout	15	
clkTransAtPathRegs	0.06	ns
final_antenna_net_count	0	
clk_latency	0.45	ns
post-dp-hpwl	72460	um
fin_area	19110	um2
post-place-cells	2953	
whs_path_depth	2	
worstSetupPathType	in2reg	
fin_cells	2987	
finalCriticalPeriod	9.771	ns
syn_inst	2429	
p_total	5315	uW
ys_warn_count	7	
hold_buffers	0	
clock_skew	0.01587	ns
top_area_share	16.33	%
grt_max_degree	76	
fin_crit_sh	85.71	%
die_area	43740	um2
hp-class	reg2reg	
cellPowerDensity	278.1	nW/um2
cts_buffer_depth	2	
drc	0	
die_w	209.1	um
cts_tree	done	
cts_root_buf	clkbuf_16	
hold_violations	0	
synth_area	17160	um2
wl_per_cell	32.23	um
asyncSetResetFlopFracSynth	94.17	%
h-tree-depth	4	
pwr-share-comb	76.0	%
yosysSeqAreaShare	17.71	%
maxCapViolCount	0	
routed_via_density	7.065	
post_cts_buffers	0	
max_stage_delay	0.54	ns
syn_to_final_growth	11.34	%
p_switching	3352	uW
ctsResizeCount	0	
r2r-end	_max_height[3]	
synth_flops	120	
cts-buffers-inserted	17	
maxSlewHeadroom	29.64	%
grt_pass1_wl	138400	um
p_leak	0.007147	uW
worst_setup_path_start_kind	input pin	
drt_iter0_drc	3108	
antenna_found_initial	3	
fp-utilization	40.74	%
p_int	1963	uW
placementRows	75	
synth.distinct_cells	115	
core-area	42130	um2
worstPathRequired	11.57	ns
numPortBuffers	86	
dpl_cell_area	18530	um2
ios	88	
slowest_stage	o311ai_0	
die_y	209.1	um
grt_overflow	0	
endpoint_kind	flop	
ys_area	17160	um2
clockPowerShare	10.4	%
synthTopCellsByArea	dfrtp_1 (16%), a21oi_1 (6.4%), nor2_1 (5.9%), nand2_1 (5.8%), ha_1 (5.0%)	
r2r_start	tetris_tmp[28]	
drt-total-wl	96280	um
layout-drive-gt1-share	8.013	%
first_pass_iters	9	
rsz0062_at_grt	false	
worstRegToRegCells	25	
power_frac_seq	13.7	%
peakVddDrop	417.7	uV
p_sw_share	63.07	%
## power groups by stage
stage     Sequential (uW)  Clock (uW)  Combinational [uW]
6_report              726         551                4040
5_1_grt               724         569                4200
4_1_cts               704         553                3850
## how the worst max path moves through the flow
stage,startpoint,to,slack (ns),depth (start not counted)
after CTS,position[2],_max_height[3],1.67,30
final,position[2],_max_height[3],1.63,30
after global routing,position[2],_max_height[3],0.99,30
## through the flow
step / setup slack [ns] / utilization, % / hold slack [ns]
2_1_floorplan: 2.378 / - / 0.4742
3_3_place_gp: 1.222 / 43.98 / 0.5121
3_5_place_dp: 1.243 / 43.98 / 0.5211
4_1_cts: 1.671 / 45.34 / 0.5404
5_1_grt: 0.9928 / 45.34 / 0.5790
6_report: 1.629 / 45.35 / 0.5418
## state kept, by name, summed over array words and instances (netlist names)
name,count
count,5
tetris_tmp,96
_max_height,4
tetrominoes_tmp,3
cs,3
score_valid,1
score_tmp,3
fail_tmp,1
position_tmp,3
tetris_valid,1
## cell usage in the layout (no fill, tap or decap), drive strengths merged, types with 11 or more instances in the layout
master,count
a211o,18
a211oi,20
a21boi,12
a21o,23
a21oi,222
a221oi,63
a222oi,23
a22oi,26
a31oi,64
a32oi,13
a41oi,11
and2,100
and3,18
buf,88
clkbuf,19
clkdlybuf4s50,85
dfrtp,112
ha,69
inv,85
mux2,11
mux2i,34
nand2,268
nand2b,33
nand3,100
nand4,34
nor2,269
nor2b,18
nor3,58
nor4,34
o211ai,34
o21a,22
o21ai,132
o221ai,12
o22ai,11
o311ai,16
o31ai,16
or2,21
or4,14
xnor2,54
xor2,20
## kinds of logic after synthesis
group | count (synthesis) | share of synthesized area, %
flip-flops | 120 | 17.71
AND/OR/NAND/NOR | 1005 | 28.42
other | 1 | 0.02185
multiplexers | 51 | 3.587
adder cells (fa/ha/maj) | 78 | 6.080
buffers and inverters | 271 | 6.736
AND-OR/OR-AND | 825 | 32.93
XOR/XNOR | 78 | 4.520
## worst max-delay path: cells and delay by family
kind                       cells  cell delay (ns)
AOI/OAI and AO/OA              8             2.08
xor gates and xnor gates       2             0.61
adders and majority gates      5             1.69
buffers and inverters          6             1.09
muxes                          2             0.56
and+or+nand+nor                7             1.63
## cell usage after synthesis, types with 34 or more instances
library cell,number
a21oi_1,221
a221oi_1,62
a31oi_1,64
and2_1,96
buf_2,37
clkbuf_1,127
dfrtp_1,112
ha_1,69
inv_1,79
nand2_1,267
nand3_1,100
nand4_1,34
nor2_1,268
nor3_1,57
o21ai_0,108
xnor2_1,49
## metal layers
layer	routed length (um)	vias up	track usage, %	share of wire, %
met2	40520	1605	64.28	42
met5	107	-	1.446	0.11
met4	6426	4	23.96	6.7
li1	-	9110	-	-
met3	12340	353	15.75	13
met1	36890	10030	59.33	38
## final cells by class
| cell class | count | area [um2] | area share (%) |
|---|---|---|---|
| multi-input combinational | 2038 | 12990 | 67.96 |
| sequential | 120 | 3044 | 15.93 |
| timing repair buffer | 173 | 1511 | 7.909 |
| tap | 539 | 674.4 | 3.529 |
| clock buffer | 19 | 452.9 | 2.370 |
| inverter | 83 | 314.1 | 1.643 |
| clock inverter | 13 | 120.1 | 0.6286 |
| antenna | 2 | 5.005 | 0.02619 |
Power and IR drop assume default switching activity.
